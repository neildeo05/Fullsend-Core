==> design/flow/config.mk <==
export PLATFORM = sky130hd
export DESIGN_NAME = StallUnit
export DESIGN_NICKNAME = StallUnit
export VERILOG_FILES = /design/flow/design.v
export SDC_FILE = /design/flow/constraint.sdc
export NUM_CORES = 4
export LEC_CHECK = 1
export CORE_AREA = 10 10 70 70
export DIE_AREA = 0 0 80 80
==> design/flow/constraint.sdc <==
current_design StallUnit

set clk_period 2.2
set clk_io_pct 0.2

create_clock -name clk0 -period $clk_period

set non_clock_inputs [all_inputs -no_clocks]
set_input_delay [expr $clk_period * $clk_io_pct] -clock clk0 $non_clock_inputs
set_output_delay [expr $clk_period * $clk_io_pct] -clock clk0 [all_outputs]
==> design/flow/design.v <==
module StallUnit (
    input logic [31:0] id_ex_ir,
    input logic [31:0] if_id_ir,
    input logic [1:0] stall_counter,
    output logic stall
);
  logic [4:0] id_ex_rd;
  logic [4:0] if_id_rs1;
  assign id_ex_rd  = id_ex_ir[11:7];
  assign if_id_rs1 = if_id_ir[19:15];
  always_comb begin
    if (stall_counter == 2'b01) begin
      stall = 1;
    end else if (id_ex_ir == 0 | if_id_ir == 0) begin
      stall = 0;
    end   
    else if (((id_ex_ir[5] | id_ex_ir[4]) == 0)) begin
      if (id_ex_rd == if_id_rs1) begin
        if (!(if_id_ir[19:15] == 0)) begin
          stall = 1;
        end else stall = 0;
      end   
      else if ((id_ex_ir[11:7] == if_id_ir[24:20]) & (if_id_ir[5] & if_id_ir[4]) == 1) begin
        if (!(if_id_ir[24:20] == 0)) begin
          stall = 1;
        end else stall = 0;
      end else begin
        stall = 0;
      end
    end else begin
      stall = 0;
    end   
  end
endmodule
==> design/flow/run.sh <==
#!/bin/bash
# OpenROAD 26Q1-2900-gdf79404cd8, Yosys 0.63+post, stock flow scripts
make -C /OpenROAD-flow-scripts/flow DESIGN_CONFIG=/design/flow/config.mk WORK_HOME=/design/flow/orfs finish
==> results.yml <==
# flow metrics
final_timing:
  finalCritPeriodShare: 0.958
  max_slew_margin: 0.819
  hold_viol_final: 0
  final_max_slew_viol_count: 0
  rsz0062_at_grt: "no"
  worstMarginPinSlew_ns: 0.269
  period_minus_slack_ns: 2.11
  final-setup-viol-count: 0
  fin_ws_ns: 0.0923
  fin_setup_tns_ns: 0
  fmax_mhz: 474
placement:
  hpwl_um: 2120
  port_buffers: 67
  gp_congestion: 0.742
  place_ws_ns: -0.570
critical_path:
  cp-startpoint: "if_id_ir[18]"
  start_kind: "input pin"
  worstPathMaxFanout: 2
  cp_data_required_time_ns: 1.76
  endpoint_kind: "output pin"
  crit_end: "stall"
  cp.arrival_ns: 1.67
  worstSetupPathType: "input pin to output pin"
finish:
  seq_area_um2: 0
  seq_cells: 0
  areaGrowthSynthToFinish_pct: 282
  clkbuf_count: 0
  fillers: 356
  final_util: 0.315
  drive_gt1_frac: 0.123
floorplan:
  chipArea_um2: 6400
  core_region_area_um2: 3420
  initial_core_util: 0.0824
  chipWidth_um: 80
  rows: 21
  die_h_um: 80
  io-pin-count: 67
job:
  warning_count: 32
  cap_viol_max_count: 0
detailed_routing:
  drt-initial-drc-count: 6
  drc: 0
  vias: 612
  wl_um: 2210
  drt-pass1-iter-count: 4
  routedWlPerCell_um: 13.8
  viasPerCell: 3.83
  diodes: 0
  ant_nets: 0
global_routing:
  grt_use_total: 0.0642
  grt.overflow.total: 0
  antenna_found_initial: 0
  grt_max_degree: 5
  grt_pass1_wl_um: 3360
  grt_pass1_vias: 743
outcome:
  status: "finished, final reports clean"
power_and_ir_drop:
  power_density_nw_per_um2: 144
  p_leak_nw: 0.427
  vdd_drop_max_uv: 37.2
logic_synthesis:
  syn_inst: 44
  synth_seq_share: 0
  syn_area_per_cell_um2: 6.40
  ys_cells: 44
  ys.warnings.count: 1
  ys_types: 14
  syn-cell-area_um2: 282
  yosys_area_um2: 282
min_path:
  min-delay-path-class: "input pin to output pin"
layer usage:
metal,wire [um],global-route usage,vias to the layer above
met5,0,0,-
met4,0,0,0
met3,132,0.0136,0
met2,1240,0.127,22
met1,833,0.0712,270
li1,-,-,320
worst min-delay path by stage:
stage | from | depth (start not counted) | slack, ns | endpoint
final | stall_counter[0] | 4 | 1.49 | stall
after global routing | stall_counter[0] | 4 | 1.55 | stall
after CTS | stall_counter[0] | 4 | 1.50 | stall
Yosys cell counts:
library cell / number / area [um2]
nor4_1: 13 / 81.3
nor3_1: 4 / 20.0
nand4_1: 3 / 18.8
nor2_1: 3 / 11.3
nand2_1: 1 / 3.75
o2111ai_1: 1 / 8.76
mux2i_1: 1 / 10.0
nor3b_1: 1 / 7.51
xnor2_1: 6 / 52.6
nand3_1: 3 / 15.0
inv_1: 2 / 7.51
o32ai_1: 1 / 8.76
o21ai_0: 2 / 10.0
xor2_1: 3 / 26.3
metrics by stage:
step / power (mW) / instances / cell area, um2 / hold WS [ns]
after detailed placement: 0.161 / 160 / 1030 / 1.81
after CTS: 0.155 / 160 / 1030 / 1.50
after floorplan: 0.0251 / 44 / 282 / 0.918
after global routing: 0.165 / 160 / 1070 / 1.55
final: 0.154 / 160 / 1070 / 1.49
after global placement: 0.159 / 160 / 1030 / 1.82
report_power, final:
group / internal (mW) / switching (mW)
combinational: 0.113 / 0.0413
clock: 0 / 0
sequential: 0 / 0
total: 0.113 / 0.0413
cell type report:
| type | instances | area (um2) | area share |
|---|---|---|---|
| Inverter | 2 | 7.51 | 0.00698 |
| Multi-Input combinational cell | 42 | 322 | 0.299 |
| Tap cell | 46 | 57.6 | 0.0536 |
| Timing Repair Buffer | 70 | 688 | 0.640 |
critical path: stages:
cell and delay [ns]:
clkdlybuf4s50_1 0.50, xnor2_1 0.12, nand3_1 0.11, mux2i_1 0.14
o32ai_1 0.21, buf_2 0.15
logic make-up (layout without fill, tap and decap cells):
kind of cell | Yosys count | count (layout) | synth area share
buf+inv | 2 | 72 | 0.0267
simple gates | 28 | 28 | 0.560
xor+xnor | 9 | 9 | 0.280
compound gates | 4 | 4 | 0.0978
mux | 1 | 1 | 0.0356
placed cells by master (no fill, tap or decap):
| cell type | count |
|---|---|
| nor4_2 | 6 |
| o21ai_0 | 1 |
| nand3_1 | 3 |
| nor3b_2 | 1 |
| nor4_1 | 7 |
| inv_2 | 1 |
| nor3_1 | 3 |
| o21ai_1 | 1 |
| nand2_1 | 1 |
| clkdlybuf4s50_1 | 45 |
| nand4_1 | 3 |
| inv_1 | 1 |
| xor2_1 | 3 |
| clkbuf_2 | 1 |
| buf_2 | 1 |
| dlygate4sd2_1 | 10 |
| nor3_2 | 1 |
| o2111ai_1 | 1 |
| dlymetal6s2s_1 | 7 |
| o32ai_1 | 1 |
| nor2_1 | 3 |
| xnor2_1 | 6 |
| clkdlybuf4s15_1 | 3 |
| buf_4 | 3 |
| mux2i_1 | 1 |
repair_timing:
action / CTS / global route
resized: 21 / 18
pin swaps: 4 / 9
setup endpoints to repair: 1 / 1
cloned: 0 / 0
hold endpoints to repair: 0 / 0
hold buffers: 0 / 0
setup buffers: 0 / 0
Power figures rest on the tool's default switching activity, not on a simulated workload.
